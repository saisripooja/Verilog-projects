`flow/run.sh`:
```
#!/bin/bash
# OpenROAD 26Q1-2900-gdf79404cd8, Yosys 0.63+post, stock flow scripts
make -C /OpenROAD-flow-scripts/flow DESIGN_CONFIG=/design/flow/config.mk WORK_HOME=/design/flow/orfs finish
```
`flow/config.mk`:
```
export PLATFORM = sky130hd
export DESIGN_NAME = dual_port_ram
export DESIGN_NICKNAME = dual_port_ram
export VERILOG_FILES = /design/flow/design.v
export SDC_FILE = /design/flow/constraint.sdc
export NUM_CORES = 4
export LEC_CHECK = 1
export CORE_UTILIZATION = 30
```
`flow/constraint.sdc`:
```
current_design dual_port_ram

set clk_period 1.9
set clk_io_pct 0.2

create_clock -name clk0 -period $clk_period [get_ports {clk}]

set non_clock_inputs [all_inputs -no_clocks]
set_input_delay [expr $clk_period * $clk_io_pct] -clock clk0 $non_clock_inputs
set_output_delay [expr $clk_period * $clk_io_pct] -clock clk0 [all_outputs]
```
`flow/design.v`:
```
module dual_port_ram (
    input             clk,                 
    input             rst,                 
    input      [8:0]  din_a,               
    input      [8:0]  din_b,               
    input      [3:0]  addr_a,              
    input      [3:0]  addr_b,              
    input             we_a,                
    input             we_b,                
    output reg [8:0]  dout_a,              
    output reg [8:0]  dout_b,              
    output reg        collision_detected   
);
    reg [8:0] ram [15:0];
    integer i;  
    always @(posedge clk or posedge rst) begin
        if (rst) begin
            for (i = 0; i < 16; i = i + 1) begin
                ram[i] <= 8'd0;
            end
            dout_a            <= 8'd0;
            dout_b            <= 8'd0;
            collision_detected <= 1'b0;
        end else begin
            if ((addr_a == addr_b) && we_a && we_b) begin
                ram[addr_a]      <= din_a;   
                collision_detected <= 1'b1;
            end else begin
                collision_detected <= 1'b0;
                if (we_a) begin
                    ram[addr_a] <= din_a;
                end
                if (we_b && !(we_a && addr_a == addr_b)) begin
                    ram[addr_b] <= din_b;
                end
            end
            dout_a <= ram[addr_a];
            dout_b <= ram[addr_b];
        end
    end
endmodule
```
==> Slide: Implementation Results <==
Flow Results at a Glance

Status
  • Status: finished with violations
  • Violated checks: setup timing

Final timing
  • FMAX: 521 MHz
  • Fin. Hold Viols: 0
  • Final Cycle Share: 101%
  • Setup Skew: 0.00835 ns
  • RSZ-0062 raised after global routing: yes
  • Worst setup margin: -0.0181 ns
  • Final setup violation count: 1
  • Setup total negative slack: -0.0181 ns
  • Period minus WS final: ~1.9 ns
  • Final Max Tran Viols: 0
  • Rel. slew slack: ~58%
  • Least-Margin Pin Slew: 0.627 ns

Clock tree
  • # hold bufs at CTS: 0
  • Longest Clk Path Bufs: 2
  • Post-CTS Setup Bufs: 0
  • Root buffer cell: clkbuf_16
  • TritonCTS clock tree: built
  • Clock sink total: 163
  • H-Tree Depth: 4
  • Total CTS buffers: 17
  • Clock-pin slew on the worst setup and hold paths: approximately 0.060 ns
  • Late-Pin Clk Latency: 0.46 ns

Power and ir drop
  • Leak Pwr: 6.28 nW
  • Peak VDD IR: 663 uV
  • Switch Pwr: about 4.5 mW
  • Clock power frac: 27.7%
  • Cell Int Power: 8.00 mW
  • Sw frac: 36.1%
  • P per Cell Area: 869 mW/mm^2
  • Flop pwr share: 43.7%
  • Final Power: 12.5 mW
  • Comb pwr share: 28.6%

GRT
  • Largest net degree at the start of global routing: between 90 and 100
  • Initial antenna violation count: 1
  • Vias in the first global route: approximately 11,000
  • Tot GR Track Use: 33.0%
  • Grt ovf: 0
  • First-pass GRT wire length: ~81 mm

Layout
  • Register area: 0.00408 mm^2
  • Top Layout Cells: buf_4, dfrtp_1, nor2_1
  • Comb gate area: 0.00616 mm^2
  • Layout cells sized above 1: 25.7%
  • Most frequent logic cell in the layout: buf_4
  • Area Growth Syn to Fin: 34.5%
  • FILL cells: 3,354

Critical path
  • WS Path Type: in2reg
  • Crit path launch type: input pin
  • Reg-to-Reg Start: ram[8][3]
  • CP required: 2.23 ns
  • CP Buf/Inv Count: 3
  • Delay-heaviest family, CP: AND-OR/OR-AND gates
  • R2r setup slk: roughly 0.14 ns
  • Slowest cell on crit path: a32oi_1
  • Worst-path fanout max: 7
  • Arrival @ worst endpoint: 2.25 ns
  • Worst path cell trace: buf_2 -> buf_4 -> buf_4 -> and2_1 -> nor2b_2 -> a32oi_1 -> a21oi_1 -> o32a_1
  • Max incr delay on CP: 0.42 ns
  • CP dominant cell by count: buf_4
  • Crit path capture type: flip-flop
  • Reg2Reg Depth: 5
  • Critical Path Stages: 8
  • RR Endpoint: dout_a[3]

Floorplanning
  • Core ar.: 0.0348 mm^2
  • IO Pins: around 49
  • Fp util: 30.8%
  • Chip area: 0.0364 mm^2
  • Die Wd: about 190 um
  • Die Y: 191 um
  • Num rows: 68

Synth
  • Async set-reset flop share out of synthesis: 100%
  • Post-synthesis sequential area ratio: 38.1%
  • Yosys synthesis chip area: 0.0107 mm^2
  • Gate Count Post-Synth: 1,178
  • Cell area after synthesis: 0.0107 mm^2
  • Post-synth regs: 163
  • Yosys warning count: 2
  • Cells in synth_stat.txt: around 1,200
  • Flip-flops with a built-in enable: 0
  • Main flop type: dfrtp_1
  • Post-synthesis cell type count: 65
  • Average cell area after synthesis: 9.09 um^2

Hold path
  • Worst Hold Class: in2async

Routing
  • WL per Instance: 30.6 um
  • Via-to-Cell Ratio: 6.10
  • DRT antenna net count: 0
  • Routed WL: 58.0 mm
  • Drc violations: 0
  • 1st-pass router iterations: 8
  • DR iter-0 viols: around 1,300
  • Via count: between 10,000 and 15,000

Place
  • Buffers on Ports: 48
  • HPWL Detailed: 46.2 mm
  • GP Congestion: 1.12

Run
  • Tool Warnings: 27
  • Total of max-cap violations: 0
==> layer usage <==
metal  GRT usage, %  vias up  share of wire, %
li1               -     5024                 -
met2           48.0      687                44
met3           10.6      140                10
met4           14.1        2               5.4
met5              0        -             0.019
met1           45.6     5699                41
==> power by group through the flow <==
stage | Combinational [mW] | Sequential (mW) | Clock (mW)
4_1_cts | 3.51 | 5.41 | 3.49
5_1_grt | 3.81 | 5.46 | 3.65
6_report | 3.58 | 5.47 | 3.46
==> cell type report <==
| type | count | share of cell area [%] |
|---|---|---|
| diodes | 2 | 0.0348 |
| clock buffers | 20 | 3.17 |
| clock inverters | 10 | 0.756 |
| inverters | 31 | 0.834 |
| multi-input cells | 886 | 42.8 |
| flip-flops and latches | 163 | 28.3 |
| well taps | 455 | 3.95 |
| repair buffers | 327 | 20.1 |
==> state kept, by name (all words and copies together) (netlist names) <==
register,count
collision_detected,1
dout_a,9
dout_b,9
ram,144
==> synth_stat cells (8+ instances only) <==
master | instances | area share (%)
a22oi_1 | 23 | 1.6
o211ai_1 | 10 | 0.70
nor2_1 | 149 | 5.2
dfrtp_1 | 163 | 38
a21oi_1 | 54 | 2.5
o32a_1 | 13 | 1.2
buf_1 | 10 | 0.35
a32oi_1 | 19 | 1.6
o21ai_0 | 23 | 1.1
mux2_2 | 20 | 2.1
o22ai_1 | 8 | 0.47
inv_1 | 29 | 1.0
nand3_1 | 31 | 1.4
buf_2 | 34 | 1.6
nor3_1 | 20 | 0.93
and2_1 | 10 | 0.58
nand2b_1 | 10 | 0.58
a221o_1 | 88 | 8.2
a22o_1 | 34 | 2.8
nor2b_1 | 26 | 1.5
a31oi_1 | 18 | 1.1
mux2i_1 | 86 | 8.0
a221oi_1 | 9 | 0.74
clkbuf_1 | 45 | 1.6
o221ai_1 | 37 | 3.0
nand2_1 | 106 | 3.7
a21o_1 | 20 | 1.4
==> cells by family (layout without fill, tap and decap cells) <==
| group | count (synthesis) | count (layout) | share of synthesized area [%] |
|---|---|---|---|
| muxes | 107 | 107 | 10.4 |
| and+or+nand+nor | 379 | 379 | 15.9 |
| xor gates and xnor gates | 4 | 4 | 0.327 |
| other | 0 | 2 | 0 |
| AOI/OAI and AO/OA | 396 | 396 | 30.0 |
| DFF | 163 | 163 | 38.1 |
| buffers and inverters | 129 | 388 | 5.38 |
==> worst min-delay path, cell delays in order <==
cell             delay [ns]
clkdlybuf4s50_1        0.45
clkinvlp_4             0.13
buf_12                 0.29
==> through the flow <==
stage	area, um^2	cells	hold slack [ns]	util [%]	setup WS (ns)
2_1_floorplan	10800	1178	0.462	-	-0.551
3_3_place_gp	13800	1862	0.512	39.6	-0.827
3_5_place_dp	13800	1862	0.522	39.6	-0.824
4_1_cts	14400	1892	0.458	41.3	0.000561
5_1_grt	14400	1892	0.473	41.4	-0.000431
6_report	14400	1894	0.416	41.4	-0.0181
==> how the worst max path moves through the flow <==
stage / start / endpoint / slack [ns]
after CTS: addr_a[1] / ram[9][0] / 0.0006
after global routing: addr_a[2] / dout_a[0] / -0.0004
final: addr_a[2] / dout_a[0] / -0.02
==> repair_timing <==
| action | 4_1_cts | 5_1_grt |
|---|---|---|
| gates cloned | 0 | 0 |
| endpoints found under the setup margin | 153 | 74 |
| pin swaps | 0 | 2 |
| gates resized | 14 | 5 |
Power and IR drop assume default switching activity.
