### /design/flow/config.mk
export PLATFORM = sky130hd
export DESIGN_NAME = vending_machine
export DESIGN_NICKNAME = vending_machine
export VERILOG_FILES = /design/flow/design.v
export SDC_FILE = /design/flow/constraint.sdc
export NUM_CORES = 4
export LEC_CHECK = 1
export CORE_AREA = 10 10 70 70
export DIE_AREA = 0 0 80 80
### /design/flow/constraint.sdc
current_design vending_machine

set clk_period 2.1
set clk_io_pct 0.2

create_clock -name clk0 -period $clk_period [get_ports {clk}]

set non_clock_inputs [all_inputs -no_clocks]
set_input_delay [expr $clk_period * $clk_io_pct] -clock clk0 $non_clock_inputs
set_output_delay [expr $clk_period * $clk_io_pct] -clock clk0 [all_outputs]
### /design/flow/design.v
module vending_machine (
    input wire clk,
    input wire reset,
    input wire rupee1,   
    input wire rupee2,   
    input wire rupee5,   
    output reg dispense,   
    output reg [3:0] state  
);
    reg [3:0] total;   
    reg [3:0] next_state;   
    parameter S0 = 4'd0, S1 = 4'd1, S2 = 4'd2, S3 = 4'd3, S4 = 4'd4, S5 = 4'd5;
    parameter S6 = 4'd6, S7 = 4'd7, S8 = 4'd8, S9 = 4'd9, S10 = 4'd10;   
    always @(posedge clk or posedge reset) begin
        if (reset) begin
            state <= S0;
            total <= 4'd0;
            dispense <= 0;
        end else begin
            state <= next_state;
        end
    end
    always @(*) begin
        next_state = state;
        dispense = 0;   
        case (state)
            S0: if (rupee1) next_state = S1;
            S1: if (rupee2) next_state = S3;
                else if (rupee1) next_state = S2;
            S2: if (rupee5) next_state = S7;
                else if (rupee1) next_state = S3;
            S3: if (rupee2) next_state = S5;
                else if (rupee1) next_state = S4;
            S4: if (rupee5) next_state = S9;
                else if (rupee1) next_state = S5;
            S5: if (rupee2) next_state = S7;
                else if (rupee1) next_state = S6;
            S6: if (rupee5) next_state = S10;
                else if (rupee1) next_state = S7;
            S7: if (rupee2) next_state = S9;
                else if (rupee1) next_state = S8;
            S8: if (rupee5) next_state = S10;
                else if (rupee1) next_state = S9;
            S9: if (rupee2) next_state = S10;
            S10: begin
                dispense = 1;   
                next_state = S10;   
            end
            default: next_state = S0;
        endcase
    end
    always @(posedge clk) begin
        if (state == S0) total <= 0;
        else if (state == S1) total <= total + 1;
        else if (state == S2) total <= total + 1;
        else if (state == S3) total <= total + 2;
        else if (state == S4) total <= total + 1;
        else if (state == S5) total <= total + 2;
        else if (state == S6) total <= total + 1;
        else if (state == S7) total <= total + 2;
        else if (state == S8) total <= total + 1;
        else if (state == S9) total <= total + 2;
        else if (state == S10) total <= 10;   
    end
endmodule
### /design/flow/run.sh
#!/bin/bash
# OpenROAD 26Q1-2900-gdf79404cd8, Yosys 0.63+post, stock flow scripts
make -C /OpenROAD-flow-scripts/flow DESIGN_CONFIG=/design/flow/config.mk WORK_HOME=/design/flow/orfs finish
==> impl_metrics.csv <==
group,metric,value,unit
status,run_status,"finished, final reports clean",
synthesis,synth.yosys.warnings,3,
worst_setup_path,cp_data_required_time,1680,ps
placed_design,post_dp_cell_area,460,sq um
grt,vias_in_the_first_global_route,269,
final_timing,setup-tns-final,0,ps
worst_setup_path,worst-path-max-fanout,15,
grt,grt_max_degree,16,
worst_setup_path,crit_chain,"clkdlybuf4s50_1",
clock_network,cts_tree,"built",
final_timing,grt_setup_unrepaired,"no",
synthesis,synth-cells-yosys,43,
layout,synthToLayoutAreaGrowth,32.2,%
worst_setup_path,setup.worst_path.class,"register to primary output",
synthesis,ys_types,24,
worst_setup_path,timing.critical_path.slowest_stage_cell,"sky130_fd_sc_hd__dfrtp_1",
worst_setup_path,critical_path.startpoint_type,"register",
final_timing,fin_worst_skew,0.831,ps
route,wl_per_cell,8.24,um
floorplan,chipArea,6400,sq um
grt,gr-total-overflow,0,
power,ir_drop_worst_case_vdd,0.000221,V
placed_design,placer_congestion,0.757,
layout,nFillCells,396,
clock_network,number_of_buffers_inserted_during_clock_tree_synthesis,3,
route,drt_pre_antenna_iters,2,
worst_setup_path,setup.worst_path.end_class,"primary output",
floorplan,floorplan.die.width,80,um
route,postRouteAntennaNets,0,
clock_network,cts_root_buf,"sky130_fd_sc_hd__clkbuf_4",
clock_network,ctsLongestPathBuffers,2,
layout,largest_register,"state",
floorplan,fp_util,10.7,%
final_timing,drv_slew,0,
job,openroad.warnings,25,
min_path,timing.hold.worst.class,"input pin to asynchronous set/reset pin",
final_timing,fin_crit,1820,ps
worst_setup_path,timing.critical_path.max_delay_family,"flip-flops",
worst_setup_path,cp_data_arrival_time,1400,ps
layout,post-route-cell-area,483,sq um
final_timing,layout_worst_path_cycle_share,86.7,%
power,leakage,0.191,nW
floorplan,floorplan.io_pins,10,
final_timing,setup_violations,0,
floorplan,die_h,80,um
worst_setup_path,critical_path_buf_inv_count,1,
placed_design,place.port_buffers,8,
synthesis,syn_inst,43,
grt,grt_antenna_before_repair,0,
clock_network,cts-resized-gates,0,
route,first_iter_violations,27,
route,via_count,305,
floorplan,placement_rows,21,
clock_network,path_clk_slew,40,ps
final_timing,fmax,549,MHz
grt,gr-usage-all-layers,2.20,%
route,wl,783,um
final_timing,timing_hold_violations_final,0,
floorplan,floorplan.core_area,3420,sq um
synthesis,ys_area,365,sq um
layout,final_layout_size_suffix_gt1_share,16.3,%
synthesis,syn_area,365,sq um
synthesis,synth_seq_share,27.4,%
clock_network,hold_buffers,0,
layout,mi_logic_area,200,sq um
clock_network,clock_tree.htree_level_count,1,
clock_network,clock_latency_on_the_worst_skew_pair,230,ps
synthesis,synth_flop_count,4,
clock_network,clock_sinks,4,
placed_design,dp_hpwl,590,um
layout,register_area,100,sq um
worst_setup_path,cpPeakStageDelay,600,ps
route,detail_route.drc_violations,0,
layout,largest_register_ffs,4,
grt,grt_pass1_wl,1170,um
route,vias_per_cell,3.21,
route,insertedDiodeCount,0,
job,drv.max_cap_violation_count,0,
clock_network,cts_setup_buffers,0,
synthesis,syn_avg_cell_area,8.50,sq um
layout,largest_registers,"state (4)",
power,power_density,1310,nW/um^2
## through the flow
step                      cells  power, W  utilization, %  setup WS [ps]  hold slack, ps
after floorplan              43  0.000477               -            690             186
after global placement       92  0.000539            13.5            288             615
after detailed placement     92  0.000544            13.5            274             611
after CTS                    95  0.000644            14.1            262             358
after global routing         95  0.000694            14.1            210             371
final                        95  0.000632            14.1            279             361
## Yosys cell counts (all sizes together)
master   instances  area, sq um
conb             1         3.75
a32oi            1         8.76
dfrtp            4          100
o311ai           1         8.76
inv              4         15.0
o2111ai          1         15.0
nand2            2         10.0
and3             1         6.26
nor2b            2         12.5
xor2             1         8.76
mux2i            1         10.0
o21a             1         7.51
mux2             2         30.0
a211oi           2         15.0
nor2             4         15.0
a21oi            2         10.0
a221oi           1         8.76
buf              6         50.0
nor3             1         5.00
o21ai            5         25.0
## logic make-up after synthesis
group	share of synthesized area [%]
xor+xnor	2.40
compound gates	27.1
buf+inv	17.8
flops	27.4
simple gates	13.4
other cells	1.03
mux	11.0
## layer usage
metal / share of wire [%] / track usage, %
met2: 46 / 3.53
met4: 4.3 / 1.23
met3: 8.8 / 0.682
met1: 40 / 2.54
met5: 0 / 0
## path summary, 6_finish.rpt
kind | from | to | slack (ps) | cells past startpoint
min in group clk0 | state[0]$_DFFE_PP0P_ | state[0]$_DFFE_PP0P_ | 700 | 2
max in group asynchronous | reset | state[1]$_DFFE_PP0P_ | 1600 | 2
setup / recovery | state[3]$_DFFE_PP0P_ | state[3] | 280 | 1
setup reg to reg | state[3]$_DFFE_PP0P_ | state[1]$_DFFE_PP0P_ | 600 | 4
hold reg to reg | state[0]$_DFFE_PP0P_ | state[0]$_DFFE_PP0P_ | 700 | 2
hold / removal | reset | state[0]$_DFFE_PP0P_ | 360 | 2
## final cells by class
cell class	count	area share (%)
multi-input cells	29	41.5
flip-flops and latches	4	20.7
repair buffers	9	18.1
well taps	46	11.9
clock buffers	3	4.66
inverters	4	3.11
## cell usage in the layout (no fill, tap or decap)
| master | instances |
|---|---|
| sky130_fd_sc_hd__clkdlybuf4s50_1 | 8 |
| sky130_fd_sc_hd__inv_1 | 4 |
| sky130_fd_sc_hd__nor2_1 | 4 |
| sky130_fd_sc_hd__dfrtp_1 | 4 |
| sky130_fd_sc_hd__o21ai_0 | 3 |
| sky130_fd_sc_hd__clkbuf_4 | 3 |
| sky130_fd_sc_hd__o21ai_1 | 2 |
| sky130_fd_sc_hd__a21oi_1 | 2 |
| sky130_fd_sc_hd__a211oi_1 | 2 |
| sky130_fd_sc_hd__mux2_4 | 2 |
| sky130_fd_sc_hd__nor2b_1 | 2 |
| sky130_fd_sc_hd__o2111ai_2 | 1 |
| sky130_fd_sc_hd__o21a_1 | 1 |
| sky130_fd_sc_hd__o311ai_1 | 1 |
| sky130_fd_sc_hd__nand2_1 | 1 |
| sky130_fd_sc_hd__a221oi_1 | 1 |
| sky130_fd_sc_hd__nand2_2 | 1 |
| sky130_fd_sc_hd__a32oi_1 | 1 |
| sky130_fd_sc_hd__xor2_1 | 1 |
| sky130_fd_sc_hd__and3_1 | 1 |
| sky130_fd_sc_hd__nor3_1 | 1 |
| sky130_fd_sc_hd__mux2i_1 | 1 |
| sky130_fd_sc_hd__conb_1 | 1 |
| sky130_fd_sc_hd__buf_4 | 1 |
## power breakdown
part           internal [W]  total [W]  switching [W]
logic              0.000210   0.000309      0.0000989
clock network     0.0000639  0.0000950      0.0000311
registers          0.000116   0.000228       0.000112
total              0.000390   0.000632       0.000242
Power and IR drop assume default switching activity.
