==> flow/design.v <==
module fifo #(
    parameter DATA_WIDTH = 8,       
    parameter FIFO_DEPTH = 8,       
    parameter PTR_WIDTH  = 3        
)(
    input                     clk,      
    input                     rst,      
    input                     wr_en,    
    input                     rd_en,    
    input  [DATA_WIDTH-1:0]   data_in,  
    output reg [DATA_WIDTH-1:0] data_out,  
    output                    full,     
    output                    empty     
);
    reg [DATA_WIDTH-1:0] mem [0:FIFO_DEPTH-1];
    reg [PTR_WIDTH-1:0] wr_ptr;
    reg [PTR_WIDTH-1:0] rd_ptr;
    reg [PTR_WIDTH:0] count;   
    assign full  = (count == FIFO_DEPTH);
    assign empty = (count == 0);
    always @(posedge clk or posedge rst) begin
        if (rst) begin
            wr_ptr   <= 0;
            rd_ptr   <= 0;
            count    <= 0;
            data_out <= 0;
        end else begin
            if (wr_en && !full) begin
                mem[wr_ptr] <= data_in;
                wr_ptr <= wr_ptr + 1;
                count  <= count + 1;
            end
            if (rd_en && !empty) begin
                data_out <= mem[rd_ptr];
                rd_ptr <= rd_ptr + 1;
                count  <= count - 1;
            end
        end
    end
endmodule
==> flow/run.sh <==
#!/bin/bash
# OpenROAD 26Q1-2900-gdf79404cd8, Yosys 0.63+post, stock flow scripts
make -C /OpenROAD-flow-scripts/flow DESIGN_CONFIG=/design/flow/config.mk WORK_HOME=/design/flow/orfs finish
==> flow/config.mk <==
export PLATFORM = sky130hd
export DESIGN_NAME = fifo
export DESIGN_NICKNAME = fifo
export VERILOG_FILES = /design/flow/design.v
export SDC_FILE = /design/flow/constraint.sdc
export NUM_CORES = 4
export LEC_CHECK = 1
export CORE_UTILIZATION = 30
==> flow/constraint.sdc <==
current_design fifo

set clk_period 4.2
set clk_io_pct 0.2

create_clock -name clk0 -period $clk_period [get_ports {clk}]

set non_clock_inputs [all_inputs -no_clocks]
set_input_delay [expr $clk_period * $clk_io_pct] -clock clk0 $non_clock_inputs
set_output_delay [expr $clk_period * $clk_io_pct] -clock clk0 [all_outputs]
==> flow_metrics.env <==
# physical design summary
export IMPL_crit_slowest_cell="or4b_4"
export IMPL_finalClockPeriodUsage=0.663
export IMPL_crit_path_end_kind="output port"
export IMPL_p_int_w=0.00201
export IMPL_yosys_cells=220
export IMPL_finClkSkew_ns=0.00710
export IMPL_ys_warn_count=2
export IMPL_fp_dieArea_um2=11900
export IMPL_viasPerCell=4.77
export IMPL_edf_count=64
export IMPL_clockBufferDepth=2
export IMPL_critPathRequiredTime_ns=3.36
export IMPL_wl_per_cell_um=15.8
export IMPL_grt_usage=0.117
export IMPL_insertion_delay_ns=0.33
export IMPL_num_io_pins=22
export IMPL_max_slew_margin=0.548
export IMPL_p_comb_frac=0.290
export IMPL_ys_seq_elements=82
export IMPL_syn_to_final_growth_pct=19.9
export IMPL_cts_tree="yes"
export IMPL_power_frac_clock=0.315
export IMPL_root_buffer="clkbuf_16"
export IMPL_cap_violations=0
export IMPL_clock_sinks=82
export IMPL_r2r_start="rd_ptr[2]"
export IMPL_fp_dieW_um=109
export IMPL_grt_pass1_vias=1907
export IMPL_dr_total_vias=1850
export IMPL_status="finished clean"
export IMPL_crit_path_cell_trace="or4b_4 -> inv_1 -> clkdlybuf4s50_1"
export IMPL_regToRegEndpoint="data_out[5]"
export IMPL_avgSynthCellArea_um2=15.7
export IMPL_sw_frac_of_total=0.302
export IMPL_critPathLaunch="count[1]"
export IMPL_core_um2=11000
export IMPL_firstDrtPassIters=4
export IMPL_worstHoldStart="data_out[7]"
export IMPL_ys_types=38
export IMPL_synthArstFlopShare=0.220
export IMPL_gp_congestion=0.796
export IMPL_ir_worst_vdd_mv=0.298
export IMPL_powerDensity_nw_per_um2=695
export IMPL_r2r_cells=6
export IMPL_ctsHoldBuffers=0
export IMPL_warnings=33
export IMPL_synth_cells=220
export IMPL_antenna_found_initial=0
export IMPL_fp_utilization=0.313
export IMPL_dp_slack_ns=1.33
export IMPL_grt_setup_unrepaired="no"
export IMPL_dp_hpwl_um=4130
export IMPL_maxSlewViolCount=0
export IMPL_post_cts_resized=0
export IMPL_max_slew_worst_pin_slew_ns=0.678
export IMPL_postCtsSetupRepairBufs=0
export IMPL_r2r_slack_ns=1.68
export IMPL_layout_top_cell="edfxtp_1"
export IMPL_leakagePower_nw=1.53
export IMPL_rows=38
export IMPL_setup_worst_path_start_class="flip-flop"
export IMPL_clk_pin_slew_worst_paths_ns=0.06
export IMPL_path_class="reg2out"
export IMPL_hold_class="reg2reg"
export IMPL_die_y_um=109
export IMPL_finalWirelength_um=6120
export IMPL_ys_seq_share=0.687
export IMPL_netlist_area_um2=3450
export IMPL_endpoint="full"
export IMPL_antenna_cells=0
export IMPL_tns_ns=0
export IMPL_ys_chip_area_um2=3450
export IMPL_finalCriticalPeriod_ns=2.78
export IMPL_pwr_share_seq=0.395
export IMPL_setup_viol=0
export IMPL_gr_total_overflow=0
export IMPL_numCtsBuffers=9
export IMPL_worst_slack_ns=1.42
export IMPL_final_cell_mix="edfxtp_1, clkdlybuf4s50_1, dfrtp_1, nand2_1, ha_1"
export IMPL_slowest_delay_ns=0.62
export IMPL_cp_max_fo=6
export IMPL_grt_first_pass_wirelength_um=9880
export IMPL_drtIter0Drc=121
export IMPL_arrival_ns=1.94
export IMPL_p_sw_w=0.000868
export IMPL_ant_nets=0
export IMPL_port_buffers=21
export IMPL_flop_cell="edfxtp_1"
export IMPL_grt_max_degree=23
export IMPL_drc=0
export IMPL_cts_max_level=3
export IMPL_final_hold_viol_count=0
export IMPL_clock_fmax_ghz=0.359
export IMPL_drive_above_1_share=0.129
## power groups by stage
stage	Sequential, W	Clock, W	Combinational, W
CTS	0.00114	0.000927	0.000843
global route	0.00116	0.000957	0.000933
finish	0.00114	0.000906	0.000833
## routing by layer
| layer | up-vias | global-route usage | part of all wire |
|---|---|---|---|
| met4 | 0 | 0.0181 | 0.020 |
| met1 | 892 | 0.172 | 0.45 |
| met3 | 11 | 0.0573 | 0.074 |
| li1 | 888 | - | - |
| met5 | - | 0 | 0 |
| met2 | 59 | 0.169 | 0.45 |
## synth_stat cells, types with 3 or more instances
cell       n  area share
edfxtp_1  64        0.56
dfrtp_1   18        0.13
nand2_1   17       0.018
ha_1      14       0.051
a221oi_1  12       0.030
inv_1     10       0.011
nor2_1     8      0.0087
and3_1     7       0.013
and2_1     6       0.011
buf_2      6      0.0087
o31ai_1    6       0.013
mux2_1     5       0.016
o21ai_1    5      0.0073
a222oi_1   4       0.012
a22o_1     4       0.010
mux2_2     4       0.013
o211a_1    4       0.012
xnor2_1    3      0.0076
## flip-flops by register name, indices dropped and copies added (netlist names)
signal	cells
mem	64
data_out	8
count	4
rd_ptr	3
wr_ptr	3
## cells by family (layout without fill, tap and decap cells)
| kind of cell | count (synthesis) | after routing | share of synthesized area |
|---|---|---|---|
| DFF | 82 | 82 | 0.687 |
| and+or+nand+nor | 46 | 46 | 0.0747 |
| AOI/OAI and AO/OA | 41 | 41 | 0.108 |
| buffers and inverters | 21 | 49 | 0.0283 |
| adders and majority gates | 15 | 15 | 0.0566 |
| muxes | 10 | 10 | 0.0323 |
| xor gates and xnor gates | 5 | 5 | 0.0127 |
## critical path: cells and delay by family, from the launching register on
kind | cells | cell delay (ns)
and+or+nand+nor | 1 | 0.62
buffers and inverters | 2 | 0.53
DFF | 1 | 0.46
## stage by stage
step	total power [W]	cells	instance area [um2]	util	hold slack, ns
2_1_floorplan	0.00174	220	3450	-	0.424
3_3_place_gp	0.00198	372	3790	0.343	0.472
3_5_place_dp	0.00199	372	3790	0.343	0.473
4_1_cts	0.00291	388	4140	0.375	0.486
5_1_grt	0.00305	388	4140	0.375	0.498
6_report	0.00287	388	4140	0.375	0.482
## final cells by class
class                           instances  area [um2]
Inverter                               11        41.3
Fill cell                            1000        6890
Sequential cell                        82        2370
Tap cell                              140         175
Clock inverter                          7         124
Clock buffer                            9         225
Multi-Input combinational cell        117         981
Timing Repair Buffer                   22         218
## worst min-delay path by stage
stage / end / slack, ns / cells past startpoint
final: data_out[7] / 0.48 / 2
after global routing: data_out[6] / 0.50 / 2
after CTS: data_out[1] / 0.49 / 2
No activity file was given, so power comes from the tool's default toggle rates.
